==> /design/flow/design.v <==
module regfile #(parameter MEM=32)
(
    output[32-1:0] rd1,rd2,
    input [5-1:0] a1,a2,a3,
    input [32-1:0] wr,
    input clk,wrenable);
    reg[32-1:0] registers[MEM-1:0];
    initial
        registers[0]=0;
    assign rd1 = registers[a1];
    assign rd2 = registers[a2];
    always @ (posedge clk)
        if(wrenable) 
			registers[a3]<=wr;
endmodule
==> /design/flow/run.sh <==
#!/bin/bash
# OpenROAD 26Q1-2900-gdf79404cd8, Yosys 0.63+post, stock flow scripts
make -C /OpenROAD-flow-scripts/flow DESIGN_CONFIG=/design/flow/config.mk WORK_HOME=/design/flow/orfs finish
==> /design/flow/config.mk <==
export PLATFORM = sky130hd
export DESIGN_NAME = regfile
export DESIGN_NICKNAME = regfile
export VERILOG_FILES = /design/flow/design.v
export SDC_FILE = /design/flow/constraint.sdc
export NUM_CORES = 4
export LEC_CHECK = 1
export CORE_UTILIZATION = 40
==> /design/flow/constraint.sdc <==
current_design regfile

set clk_period 6.4
set clk_io_pct 0.2

create_clock -name clk0 -period $clk_period [get_ports {clk}]

set non_clock_inputs [all_inputs -no_clocks]
set_input_delay [expr $clk_period * $clk_io_pct] -clock clk0 $non_clock_inputs
set_output_delay [expr $clk_period * $clk_io_pct] -clock clk0 [all_outputs]
==> metrics.csv <==
metric,value,unit
outcome,completed,
Synth Area per Inst,14.4,µm²
vias,30800,
"Seq share, synth",0.630,
row count,127,
vias in the first global route,31700,
static leakage,20.5,nW
Slew Limit Headroom,0.329,
Die Size,123000,µm²
first-pass GRT wire length,213000,µm
CP Max Fanout,28,
Worst EP required,5120,ps
crit path time final,5570,ps
fmax,180,MHz
HPWL Detailed,88300,µm
FP Core Util,0.405,
CTS tree,built,
DRT Pass-1 Iters,7,
WL/cell,28.4,µm
Worst EP arrival,4290,ps
final hold violation count,0,
ANT nets after route,0,
Worst Hold Path Cells,2,
clock buffer count from CTS,106,
Largest register FFs,1024,
Post-Syn Area,48800,µm²
area delta synth->final,14.6,%
RSZ-0062 raised after global routing,no,
placer congestion estimate,0.890,
I/O Buffers,112,
Post-Route WL,149000,µm
CTS Root Cell,clkbuf_16,
layout cells sized above 1,0.106,
initial antenna violation count,4,
Startpoint Class,input port,
final slew viol count,0,
critical setup path kind,input port to output pin,
clock slew at reported path FFs,60,ps
Initial DRC Count,1988,
core area,120000,µm²
H-tree depth,3,
"Setup violations, final",0,
Top reg by flops,registers,
GRT Overall Usage,0.258,
pwr dens,270,nW/µm²
Num Clock Sinks,1024,
period utilization,0.870,
io pins,113,
drt drc,0,
Die X,351,µm
Regs by FF count,registers (1024),
largest net degree at the start of global routing,82,
maximum root-to-sink buffer count,3,
post-CTS setup repair buffer count,0,
# fillers,10400,
post-CTS sizing,0,
Yosys warnings,1,
Avg Vias per Cell,5.89,
Worst Hold Class,input port to flop,
final hold slack,1430,ps
Unique masters post-synth,23,
Worst Setup End Kind,output pin,
# Cells Yosys,3386,
GR Overflow Total,0,
Yosys Chip Area,48800,µm²
"Registers, synthesis",1024,
Log Warnings,26,
Die Ht,351,µm
post-synthesis cell count,3386,
CTS Hold Bufs,0,
Slew @ Worst Pin,1000,ps
TNS Setup,0,ps
peak supply drop,232,µV
total of max-cap violations,0,
[worst paths after layout]
check	start	to	slack, ps
max	a1[0]	rd1[4]	830
min	wr[6]	registers[26][6]	1430
[cells in the mapped netlist]
cell      instances  area (µm²)
nand2_1         195         732
nor2_1           35         131
buf_4            47         353
nand3_1         194         971
buf_2            70         350
clkbuf_1         86         323
nand3b_1          5        37.5
buf_1             1        3.75
and2_1            2        12.5
clkbuf_4          4        30.0
mux2i_1        1024       10200
a31oi_1          64         400
a22o_1          128        1120
nor3_1           64         320
or3b_2            3        26.3
edfxtp_1       1024       30700
buf_6            45         507
nand2b_1          4        25.0
or2_2             2        12.5
a21oi_1         192         961
or3_1             1        6.26
a22oi_1         192        1440
nor2b_1           4        25.0
[power breakdown]
group / switching (mW) / internal, mW
sequential: 0.0316 / 7.46
clock: 2.53 / 3.65
combinational: 0.853 / 0.548
total: 3.42 / 11.7
[metal layers]
layer  part of all wire  GRT usage  wire, µm
met5            0.00028          0        41
met4              0.032     0.0681      4690
met3               0.13      0.146     20000
met2               0.47      0.389     69600
met1               0.37      0.333     54400
[cells by family after synthesis]
logic type | count (synthesis) | share of synthesized area
buf+inv | 253 | 0.0321
mux | 1024 | 0.210
flops | 1024 | 0.630
simple gates | 509 | 0.0471
compound gates | 576 | 0.0804
[stage by stage]
step,cells,cell area [µm²],utilization,power [mW],setup WS [ps]
6_report,5231,55900,0.464,15.1,830
5_1_grt,5230,55900,0.464,15.5,719
4_1_cts,5230,55900,0.464,15.2,871
3_5_place_dp,5038,52500,0.436,9.03,883
3_3_place_gp,5038,52500,0.436,9.03,890
2_1_floorplan,3386,48800,-,8.40,2690
[critical path: stages]
cell and delay, ps:
clkdlybuf4s50_1 640, nor2b_4 640, buf_4 510, a22oi_1 170, a31oi_1 330, nand3_1 210, clkdlybuf4s50_1 450
[layout by cell type, fill, tap and decap left out, types with 2 or more instances in the layout]
master and count:
nand2b_2 4, clkinv_1 24, nand2_1 193, a21oi_1 192, nor2_4 34, a22o_1 128
nand2_2 2, a31oi_1 64, nor3_1 64, nand3_1 194, or2_2 2, a22oi_1 192
inv_6 2, buf_8 2, clkbuf_1 20, clkbuf_16 109, edfxtp_1 1024, and2_4 2
buf_4 146, mux2i_1 1024, clkinvlp_4 2, buf_12 35, nand3b_1 5, clkdlybuf4s50_1 110
or3b_2 3, clkinv_2 20, bufinv_16 14, nor2b_4 4
[area by class of cell]
cell class,count,area (µm²),area share
clock inverters,63,652,0.0117
repair buffers,293,2930,0.0523
multi-input cells,2109,16800,0.300
well taps,1612,2020,0.0361
clock buffers,129,2800,0.0501
diodes,1,2.50,0.0000447
flip-flops and latches,1024,30700,0.550
Power and IR drop assume default switching activity.

===== design/flow/config.mk =====
export PLATFORM = sky130hd
export DESIGN_NAME = alu
export DESIGN_NICKNAME = alu
export VERILOG_FILES = /design/flow/design.v
export SDC_FILE = /design/flow/constraint.sdc
export NUM_CORES = 4
export LEC_CHECK = 1
export CORE_UTILIZATION = 40

===== design/flow/constraint.sdc =====
current_design alu

set clk_period 24.6
set clk_io_pct 0.2

create_clock -name clk0 -period $clk_period

set non_clock_inputs [all_inputs -no_clocks]
set_input_delay [expr $clk_period * $clk_io_pct] -clock clk0 $non_clock_inputs
set_output_delay [expr $clk_period * $clk_io_pct] -clock clk0 [all_outputs]

===== design/flow/design.v =====
module alu(
    output reg [31:0] ALUout,
    output reg zeroFlag,
    input[31:0] srcA,srcB,
    input[2:0] aluControl);
always @(*)
begin
    case(aluControl)
        3'b010: ALUout=srcB+srcA;
        3'b110: ALUout=srcA-srcB;
        3'b000: ALUout=srcB & srcA;
        3'b001: ALUout=srcA | srcB;
        3'b111: ALUout= (srcA<srcB) ? 1:0;
        3'bxxx: ALUout=0;  
    endcase
    if(ALUout==0)
        zeroFlag=1;
    else
        zeroFlag=0;
end
endmodule

===== design/flow/run.sh =====
#!/bin/bash
# OpenROAD 26Q1-2900-gdf79404cd8, Yosys 0.63+post, stock flow scripts
make -C /OpenROAD-flow-scripts/flow DESIGN_CONFIG=/design/flow/config.mk WORK_HOME=/design/flow/orfs finish

==> impl_metrics.ini <==
; implementation run metrics
[logic_synthesis]
yosys_warnings = 1
synthDistinctLibCells = 77
yosys_cells = 805
synthesized_area_per_cell_um2 = 6.49
synthDominantCellAreaShare = 0.240
synth_chip_area_um2 = 5220
number_of_standard_cells_after_synthesis = 805
seq_area_frac_synth = 0
mappedNetlistArea_um2 = 5220
synth_top_cell_by_area = sky130_fd_sc_hd__ha_1
topCellsByArea = sky130_fd_sc_hd__ha_1 24%, sky130_fd_sc_hd__a21oi_1 7.3%, sky130_fd_sc_hd__inv_1 6.8%

[global_route]
groute.usage.overall = 0.301
grt-ovfl-total = 0
grt_max_degree = 48
number_of_antenna_violations_at_the_first_check_in_global_routing = 0
first_pass_grt_wire_length_um = 31200
first_global_vias = 5696

[sta]
timing_hold_violations_final = 0
worst_pin_slew_ns = 0.902
setup_total_negative_slack_ns = 0
timing.max_slew.rel_slack = 0.391
final.setup.worst_slack_ns = 9.68
min_period_over_period = 0.607
rsz0062_at_grt = no
timing.fmax_mhz = 67.0
slew_viol_final = 0
period_minus_slack_ns = 14.92
setup_viol_count_final = 0

[job]
maxCapViolCount = 0
tool_warnings = 100

[floorplanning]
die_w_um = 116
die_outline_height_um = 116
initial_utilization = 0.412
fp.coreArea_um2 = 12700
placement_rows = 41
chip_area_um2 = 13500
top_level_ports = 100

[clock_tree]
holdBufCountCts = 0
cts_repair_resize_count = 0
cts_setup_buffers = 0

[pwr]
power-per-cell-area_nw_per_um2 = 23.4
power.ir.vdd_worst_mv = 0.0108
design_power_total_mw = 0.148
static-leakage-power_nw = 2.83

[route]
via_per_inst = 6.00
aggregate_routed_wire_length_um = 20100
count_of_vias_placed_by_the_detailed_router = 6223
drtIter0Drc = 544
route.antenna.diode_count = 0
drcViolationCount = 0
post_detailed_route_count_of_antenna_violating_nets = 0
wire_per_inst_um = 19.3
first_pass_iters = 5

[place]
detailed_place.area_um2 = 6310
detailedPlacementHpwl_um = 15800
portBuffers = 100
gp_congestion = 0.957
post-place-ws_ns = 9.70

[finish]
area.growth.synth_to_final_pct = 20.7
sequential_area_um2 = 0
design_area_um2 = 6310
flop-count = 0
top_layout_cells = 100 x sky130_fd_sc_hd__ha_1, 100 x sky130_fd_sc_hd__clkdlybuf4s50_1, 95 x sky130_fd_sc_hd__inv_1, 85 x sky130_fd_sc_hd__nor2_1, 76 x sky130_fd_sc_hd__a21oi_1
layout.clock_buffers = 0
layout-drive-gt1-share = 0.0312
finish.utilization = 0.498

[critical_path]
cp_data_arrival_time_ns = 10.00
cp_max_fo = 47
criticalPathCategory = in2out
timing.critical_path.required_ns = 19.68
setup.worst_path.start_class = primary input
endpoint_kind = output pin

[hold_path]
min-delay-path-class = in2out

[status]
run_status = complete, no violations
worst max-delay path: stages:
cell and delay (ns):
sky130_fd_sc_hd__clkdlybuf4s50_1 0.45, sky130_fd_sc_hd__buf_4 0.44, sky130_fd_sc_hd__or3b_1 0.59, sky130_fd_sc_hd__nor4_1 0.13, sky130_fd_sc_hd__or4_1 0.51, sky130_fd_sc_hd__nor2b_1 0.15
sky130_fd_sc_hd__a311o_1 0.35, sky130_fd_sc_hd__nand4bb_1 0.21, sky130_fd_sc_hd__or4_1 0.46, sky130_fd_sc_hd__or4_1 0.50, sky130_fd_sc_hd__nor4_1 0.37, sky130_fd_sc_hd__nand4_1 0.23
sky130_fd_sc_hd__nor4_2 0.18, sky130_fd_sc_hd__clkdlybuf4s50_1 0.49
cells by family (layout without fill, tap and decap cells):
group / count (synthesis) / count (layout) / share of synthesized area
adders and majority gates: 102 / 102 / 0.247
and+or+nand+nor: 248 / 248 / 0.230
buffers and inverters: 144 / 204 / 0.106
xor gates and xnor gates: 15 / 15 / 0.0252
muxes: 6 / 6 / 0.0122
AOI/OAI and AO/OA: 290 / 290 / 0.379
cell type report:
cell class | instances | area [µm²]
Fill cell | 1303 | 6360
Multi-Input combinational cell | 661 | 4670
Timing Repair Buffer | 108 | 1060
Inverter | 96 | 360
Tap cell | 172 | 215
path summary, 6_finish.rpt:
check / startpoint / endpoint / cells after the start
worst max-delay path: aluControl[2] / zeroFlag / 14
worst min-delay path: srcB[2] / ALUout[2] / 7
through the flow:
stage | cells | hold slack (ns)
2_1_floorplan | 805 | 9.96
3_3_place_gp | 1037 | 11.05
3_5_place_dp | 1037 | 11.07
4_1_cts | 1037 | 11.07
5_1_grt | 1037 | 11.15
6_report | 1037 | 11.06
metal layers:
layer	up-vias	GRT usage	share of wire
met4	0	0.0556	0.019
met5	-	0	0
li1	3068	-	-
met3	27	0.0280	0.069
met1	2874	0.446	0.47
met2	254	0.476	0.44
synthesized netlist by cell type, drive strengths merged (4+ instances only):
master and number:
nand3 16, clkbuf 36, a21o 12, a211oi 21, xnor2 12, nor4 15, a21oi 76, nor3 15
ha 100, or4 4, or3 5, o22ai 10, a31oi 11, nand2b 4, o211ai 15, a21boi 7
a2111o 6, o21ai 46, o21bai 9, a211o 5, nor2b 11, or2 9, inv 96, and2 4
o31ai 8, nand2 56, nor2 85, buf 12, a2111oi 8, a22oi 4, o211a 4, a221oi 4
o311ai 5, nand4 10
power breakdown:
group	switching (mW)	total (mW)	internal [mW]
clock network	0	0	0
registers	0	0	0
logic	0.0849	0.148	0.0629
Power is estimated from default activity; no workload was simulated.

File: flow/design.v
module DataMemory #(parameter MEM=64)
(
    output[32-1:0] rd,
    input[32-1:0] address,
    input[32-1:0] wd,
    input we,
    input clk );
    reg[32-1:0] mem[MEM-1:0];
	initial begin
		mem[0]=32'h00000000;
	end
    assign rd = mem[address[31:0]];  
    always @(posedge clk)
        if(we)
            mem[address[31:0]]<=wd;
endmodule
File: flow/constraint.sdc
current_design DataMemory

set clk_period 40.2
set clk_io_pct 0.2

create_clock -name clk0 -period $clk_period [get_ports {clk}]

set non_clock_inputs [all_inputs -no_clocks]
set_input_delay [expr $clk_period * $clk_io_pct] -clock clk0 $non_clock_inputs
set_output_delay [expr $clk_period * $clk_io_pct] -clock clk0 [all_outputs]
File: flow/run.sh
#!/bin/bash
# OpenROAD 26Q1-2900-gdf79404cd8, Yosys 0.63+post, stock flow scripts
make -C /OpenROAD-flow-scripts/flow DESIGN_CONFIG=/design/flow/config.mk WORK_HOME=/design/flow/orfs finish
File: flow/config.mk
export PLATFORM = sky130hd
export DESIGN_NAME = DataMemory
export DESIGN_NICKNAME = DataMemory
export VERILOG_FILES = /design/flow/design.v
export SDC_FILE = /design/flow/constraint.sdc
export NUM_CORES = 4
export LEC_CHECK = 1
export CORE_UTILIZATION = 30
==> flow_summary.json <==
{
  "grt_pass1_wl_mm": 300,
  "critPathKind": "in2out",
  "yosysWarnings": 1,
  "synth_cells": 4207,
  "drtPass1Iterations": 6,
  "ctsResizeCount": 0,
  "layout_top_cells": "edfxtp_1, mux2i_1, clkbuf_16, buf_4, a22oi_1",
  "p_switching_uw": 926,
  "dieArea_um2": 263000,
  "cts_setup_buffers": 0,
  "core_um2": 259000,
  "avgSynthCellArea_um2": 18.6,
  "cts_buffer_depth": 3,
  "violations": "antenna violations",
  "htree_levels": 4,
  "finalClockPeriodUsage": 0.523,
  "crit_path_end_kind": "primary output",
  "yosysCellCount": 4207,
  "tightest_slew_ns": 0.884,
  "ys_seq_share": 0.786,
  "track_usage": 0.168,
  "viasPerCell": 5.24,
  "pwr-share-comb": 0.054,
  "die_x_um": 513,
  "final_layout_size_suffix_gt1_frac": 0.178,
  "ir_drop_mv": 0.0423,
  "grt_max_degree": 101,
  "via_count": 41500,
  "yosys_area_um2": 78300,
  "root_buffer": "clkbuf_16",
  "postRouteAntennaNets": 1,
  "largest_register_ffs": 2048,
  "synthTopCellsByArea": "edfxtp_1, mux2i_1, mux4_2",
  "ff_type": "edfxtp_1",
  "rows": 187,
  "syn_to_final_growth_pct": 14.5,
  "drv_slew": 0,
  "crit_arrival_ns": 13.00,
  "routed_wl_mm": 207,
  "grt-ovfl-total": 0,
  "rsz0062_at_grt": "no",
  "netlist.area_leader.share": 0.786,
  "worstSetupStartpointType": "primary input",
  "async_flop_share": 0,
  "critical_path_required_ns": 32.16,
  "holdBufCountCts": 0,
  "drv_cap": 0,
  "clock_sinks": 2048,
  "power_density_nw_per_um2": 47.9,
  "place.gp.congestion": 0.855,
  "drt_iter0_drc": 2758,
  "tritoncts": "yes",
  "clock.fmax_ghz": 0.0475,
  "io_pins": 98,
  "slew_headroom": 0.411,
  "cts.clk_slew.worst_paths_ns": 0.06,
  "port_buffers": 71,
  "drcViolationCount": 0,
  "critPathMaxFanout": 51,
  "leakagePower_nw": 28.1,
  "largest_area_cell": "edfxtp_1",
  "cts_buffers": 189,
  "edf_count": 2048,
  "seq_power_share": 0.552,
  "antenna_found_initial": 6,
  "fill_cells": 23800,
  "setup_viol": 0,
  "power_mw": 4.29,
  "yosysUniqueCellTypes": 55,
  "hpwl_mm": 116,
  "fp_util": 0.302,
  "tns_ns": 0,
  "grt_pass1_vias": 43800,
  "period_minus_slack_ns": 21.04,
  "lay_top_count": "edfxtp_1",
  "warning_count": 59,
  "fp.dieH_um": 513,
  "power.internal_mw": 3.37,
  "outcome": "finished with violations",
  "p_sw_frac": 0.216,
  "hold_viol": 0,
  "hold_path.class": "in2reg",
  "power_frac_clock": 0.394,
  "wl_per_cell_um": 26.1,
  "synth.cell_area_um2": 78300,
  "ys.flops": 2048
}
metal layers:
metal	global-route usage	wire [um]
met1	0.193	71700
met2	0.251	96100
met3	0.122	32800
met4	0.0426	6400
met5	0.0197	357
cell type report:
cell class,instances,area (um^2),share of cell area
antenna,8,20.0,0.000223
tap,3402,4260,0.0475
clock buffer,241,5050,0.0564
multi-input combinational,1859,16000,0.179
sequential,2048,61500,0.686
timing repair buffer,266,2040,0.0228
clock inverter,105,727,0.00811
inverter,2,15.0,0.000167
worst max-delay path, stage by stage:
cell	delay, ns
buf_8	0.39
buf_4	0.57
buf_4	0.60
buf_4	0.59
mux4_2	0.41
mux2i_1	0.30
nor2_1	0.17
or4b_1	0.57
or4_1	0.71
clkdlybuf4s50_1	0.47
cells in the mapped netlist (2+ instances only):
cell,count
a2111oi_0,15
a211oi_1,17
a21oi_1,121
a221o_1,15
a221oi_1,175
a222oi_1,16
a22o_1,66
a22oi_1,188
a31oi_1,43
and2_1,5
and3_1,85
and3b_1,2
buf_1,33
buf_12,3
buf_2,83
buf_4,8
buf_6,2
clkbuf_1,168
edfxtp_1,2048
mux2_2,147
mux2i_1,259
mux4_2,96
nand2_1,28
nand2b_1,18
nand3_1,54
nand3b_1,2
nand4_1,3
nor2_1,145
nor2b_1,8
nor3_1,22
nor4_1,14
o21ai_0,84
o221ai_1,6
o22a_1,70
o22ai_1,93
o2bb2ai_1,15
o311ai_0,2
or3_1,4
or4_1,15
or4b_1,14
metrics by stage:
step           hold slack (ns)  cells  instance area, um^2  setup slack (ns)  utilization
6_report                  7.65   7931                89700             19.16        0.346
5_1_grt                   7.64   7925                89600             18.95        0.345
4_1_cts                   7.61   7923                89600             19.03        0.345
3_5_place_dp              8.50   7577                83900             19.02        0.323
3_3_place_gp              8.49   7577                83900             18.99        0.323
2_1_floorplan             8.14   4207                78300             22.01            -
path summary, 6_finish.rpt:
| path | startpoint | endpoint | slack [ns] | depth (start not counted) |
|---|---|---|---|---|
| worst max-delay path | address[2] | rd[29] | 19.16 | 10 |
| worst min-delay path | wd[19] | mem[49][19]$_DFFE_PP_ | 7.65 | 1 |
power groups by stage:
stage         registers [mW]  clock network, mW  logic, mW
finish                  2.37               1.69      0.232
global route            2.37               1.80      0.251
CTS                     2.37               1.72      0.236
kinds of logic (layout without fill, tap and decap cells):
logic type,count (synthesis),count (layout),synth area share
other cells,0,8,0
simple gates,424,424,0.0283
compound gates,933,933,0.0873
mux,502,502,0.0819
buf+inv,300,614,0.0170
flops,2048,2048,0.786
Power is estimated from default activity; no workload was simulated.
